==> design/flow/run.sh <==
#!/bin/bash
# OpenROAD 26Q1-2900-gdf79404cd8, Yosys 0.63+post, stock flow scripts
make -C /OpenROAD-flow-scripts/flow DESIGN_CONFIG=/design/flow/config.mk WORK_HOME=/design/flow/orfs finish
==> design/flow/config.mk <==
export PLATFORM = sky130hd
export DESIGN_NAME = spm
export DESIGN_NICKNAME = spm
export VERILOG_FILES = /design/flow/design.v
export SDC_FILE = /design/flow/constraint.sdc
export NUM_CORES = 4
export LEC_CHECK = 1
export CORE_AREA = 10 10 104 104
export DIE_AREA = 0 0 114 114
==> design/flow/constraint.sdc <==
current_design spm

set clk_period 1.2
set clk_io_pct 0.2

create_clock -name clk0 -period $clk_period [get_ports {clk}]

set non_clock_inputs [all_inputs -no_clocks]
set_input_delay [expr $clk_period * $clk_io_pct] -clock clk0 $non_clock_inputs
set_output_delay [expr $clk_period * $clk_io_pct] -clock clk0 [all_outputs]
==> design/flow/design.v <==
module spm(
    input clk, rst,
    input y,
    input[size-1:0] x,
    output p);
    parameter size = 16;
    wire[size-1:1] pp;
    wire[size-1:0] xy;
    genvar i;
    CSADD csa0 (.clk(clk), .rst(rst), .x(x[0]&y), .y(pp[1]), .sum(p));
    generate for(i=1; i<size-1; i=i+1) begin
        CSADD csa (.clk(clk), .rst(rst), .x(x[i]&y), .y(pp[i+1]), .sum(pp[i]));
    end endgenerate
    TCMP tcmp (.clk(clk), .rst(rst), .a(x[size-1]&y), .s(pp[size-1]));
endmodule
module TCMP(clk, rst, a, s);
    input clk, rst;
    input a;
    output reg s;
    reg z;
    always @(posedge clk or posedge rst) begin
        if (rst) begin
            s <= 1'b0;
            z <= 1'b0;
        end
        else begin
            z <= a | z;
            s <= a ^ z;
        end
    end
endmodule
module CSADD(clk, rst, x, y, sum);
    input clk, rst;
    input x, y;
    output reg sum;
    reg sc;
    wire hsum1, hco1;
    assign hsum1 = y ^ sc;
    assign hco1 = y & sc;
    wire hsum2, hco2;
    assign hsum2 = x ^ hsum1;
    assign hco2 = x & hsum1;
    always @(posedge clk or posedge rst) begin
        if (rst) begin
            sum <= 1'b0;
            sc <= 1'b0;
        end
        else begin
            sum <= hsum2;
            sc <= hco1 ^ hco2;
        end
    end
endmodule
==> run notes <==
From the run reports.

- The run finished with clean final reports.
- The timing report gives the biggest stage delay along the critical path as roughly 530 ps.
- The horizontal die size is 114 um.
- Counting endpoints that fail hold in the final report gives 0.
- In the post-route analysis, the smallest setup slack over all paths is 23.9 ps.
- In this run the deepest clock path goes through 2 buffers.
- The total routing usage reported by global routing reads 0.0339.
- The cell area that synthesis handed to floorplanning was about 1200 um^2.
- Post-CTS timing repair inserted 0 buffers for setup.
- During synthesis, Yosys emitted a total of 2 warnings.
- The peak ir drop on the vdd network is 600 uV.
- The mean instance size in the synthesized netlist is between 15 and 20 um^2.
- The slew at the pin closest to its max-slew limit is ~170 ps.
- The total power reads roughly 3.0 mW.
- The initial antenna violation count is 0.
- After synthesis, the design contains between 60 and 70 cells according to Yosys.
- The post-route minimum period reads between 1000 and 1500 ps.
- The final weighted congestion in routability-driven placement reads 0.692.
- The chip area line of the yosys report is about 1200 um^2.
- The total power density per cell area is ~1800 nW/um^2.
- Max-slew check failures listed in the final report amount to 0.
- The count of inserted antenna diode cells is 0.
- The highest net fanout along the worst path is 1.
- The count of pins on the block boundary reads 20.
- Sorting the synthesized cells by area gives the leading types as sky130_fd_sc_hd__dfrtp_1 64%, sky130_fd_sc_hd__fa_1 24%, sky130_fd_sc_hd__and2_2 6.6%.
- The required time of the worst setup path is around 1400 ps.
- Listed in order, past its start point the critical path passes clkdlybuf4s50_1 > and2_2 > fa_1.
- The routed length on met1 is slightly below 1000 um.
- The signed area change from the synthesized netlist to the final layout reads 34.6%.
- The die is between 100 and 150 um tall.
- The fraction of layout instances using a drive strength above 1 is 0.208.
- The iteration count of the initial detailed-routing pass is 2.
- The area taken by multi-input combinational cells is reported as 424 um^2.
- The final setup violation count reads 0.
- The clock insertion delay at the later pin of the skew report is between 200 and 300 ps.
- The share of the Yosys chip area taken by registers is 0.642.
- The sequential cell area reads 801 um^2.
- In the floorplan report the effective utilization is 0.144.
- The core region is 8680 um^2.
- In this run the clock root is driven by a sky130_fd_sc_hd__clkbuf_8.
- The share of the synthesized area in the top cell type is 0.642.
- The end-of-flow core utilization reads 0.193.
- The type of the setup path with the least slack is input pin to flop.
- The count of cell types in the netlist reads 8.
- The global-route wire length before repair is between 3000 and 4000 um.
- For this run the detailed placement stage logged an HPWL of 1490 um.
- The data arrival at the endpoint of the critical path reads 1390 ps.
- Of the available clock period, the critical path in the final layout requires 0.980.
- The iteration-0 DRC count of the detailed router reads 10.
- The setup slack on the worst flop-to-flop path reads 210 ps.
- The worst reg-to-reg path cell count is 1.
- The number of global-route vias before repair came to a little under 700.
- The clock skew after layout reads between 3 and 4 ps.
- Counting the fill cells in the layout gives about 950.
- The maximum clock frequency is roughly 850 MHz.
- The script logs the ratio of routed vias to standard cells as about 2.7.
- The endpoint type of the worst setup path reads a flop.
- The clock transition at the register clock pins on the worst setup and hold paths after CTS reads 60 ps.
- The clock sink total reads 32.
- Per the STA report, the cell with the highest stage delay on the worst path is sky130_fd_sc_hd__fa_1.
- Setup repair after global routing left no endpoint under its margin.
- The level count of the clock H-tree reads 2.
- Max-cap violations in this run came to 0.
- Entering global routing, the biggest net connects 33 pins.
- The logs give a warning total of 25.
- The endpoint of the most critical register-to-register path reads genblk1[8].csa.sum$_DFF_PP0_.
- The detailed-routed wire length on met3 reads ~160 um.
- The count of vias placed by the detailed router reads 555.
- The number of nets still failing antenna checks after routing reads 0.
- Yosys reported a register bit count of 32.
- The amount of wire on met2 after detailed routing reads 736 um.
- The sort of element at the start of the critical path reads an input pin.
- The worst-case setup slack after placement is -431 ps.
- Per the detailed-route log, wirelength across all metal layers totals roughly 1900 um.
- The type of the worst min-delay path is input pin to async pin.
- The clock tree from TritonCTS reads done.
- The wire length per cell after detailed routing reads 9.35 um.
- The count of buffers from port buffering reads 19.
- The DRC violation total left in the routed layout is recorded as 0.
- The cell type with the largest total area is sky130_fd_sc_hd__dfrtp_1.
- STA lists the startpoint of the worst register-to-register path as genblk1[8].csa.sc$_DFF_PP0_.
- The global route stage reports its total congestion overflow as 0.
- The floorplan has 34 rows.
- The highest routed metal layer is met4.
- The synthesized netlist handed to floorplanning was reported with a cell count of 68.
- The area of the die reads around 13000 um^2.
- The relative slew slack reads 0.884.
- CTS added clock buffers totalling 5.
- The reported leakage power reads just over 0.7 nW.
-- cell usage after synthesis (all sizes together) --
library cell	number
and2	15
nand2	1
ha	1
inv	3
fa	15
dfrtp	32
buf	1
-- per-stage QoR --
stage	std cells	TNS (ps)	hold slack, ps	cell area [um^2]
after floorplan	68	0	356	1250
after global placement	197	-10420	500	1600
after detailed placement	197	-10760	506	1600
after CTS	204	0	291	1680
after global routing	204	0	300	1680
final	204	0	296	1680
-- worst max path at each step --
stage | from | endpoint | slack [ps] | depth (start not counted)
4_1_cts | x[7] | genblk1[7].csa.sum$_DFF_PP0_ | 40 | 3
6_report | x[7] | genblk1[7].csa.sum$_DFF_PP0_ | 20 | 3
5_1_grt | x[11] | genblk1[11].csa.sum$_DFF_PP0_ | 30 | 3
-- logic make-up (layout without fill, tap and decap cells) --
group	after synthesis	count (layout)	share of synthesized area
buf+inv	4	32	0.0181
simple gates	16	16	0.0893
flops	32	32	0.642
fa+ha+maj	16	16	0.251
-- worst max-delay path, delay by kind of cell --
| kind | cells | cell delay [ps] |
|---|---|---|
| and+or+nand+nor | 1 | 210 |
| adders and majority gates | 1 | 530 |
| buffers and inverters | 1 | 420 |
-- cells in the final DEF, fill, tap and decap left out --
| master | netlist | layout |
|---|---|---|
| sky130_fd_sc_hd__dfrtp_1 | 32 | 32 |
| sky130_fd_sc_hd__clkdlybuf4s50_1 | 0 | 17 |
| sky130_fd_sc_hd__fa_1 | 15 | 15 |
| sky130_fd_sc_hd__and2_2 | 11 | 11 |
| sky130_fd_sc_hd__clkbuf_8 | 0 | 5 |
| sky130_fd_sc_hd__and2_1 | 4 | 4 |
| sky130_fd_sc_hd__inv_1 | 3 | 3 |
| sky130_fd_sc_hd__dlygate4sd2_1 | 0 | 2 |
| sky130_fd_sc_hd__buf_6 | 1 | 2 |
| sky130_fd_sc_hd__nand2_1 | 1 | 1 |
| sky130_fd_sc_hd__ha_1 | 1 | 1 |
| sky130_fd_sc_hd__clkbuf_1 | 0 | 1 |
| sky130_fd_sc_hd__clkinv_2 | 0 | 1 |
| sky130_fd_sc_hd__buf_12 | 0 | 1 |
-- state kept, by name, indices dropped and copies added, names as in the netlist --
signal           flops
csa0.sum             1
genblk1.csa.sc      14
genblk1.csa.sum     14
csa0.sc              1
tcmp.z               1
tcmp.s               1
-- where the power goes --
group	total (mW)	internal, mW	switching, mW
clock network	0.740	0.393	0.347
registers	1.79	1.55	0.238
logic	0.466	0.274	0.192
-- cell type report --
type	count	area share
clock inverters	1	0.00298
multi-input cells	32	0.253
well taps	108	0.0805
flip-flops and latches	32	0.477
inverters	3	0.00671
repair buffers	22	0.137
clock buffers	6	0.0432
-- routing by layer --
| metal | up-vias | track usage |
|---|---|---|
| met5 | - | 0 |
| li1 | 257 | - |
| met3 | 4 | 0.0170 |
| met4 | 0 | 0.00752 |
| met2 | 22 | 0.0444 |
| met1 | 272 | 0.0489 |
-- timing repair --
item | 4_1_cts | 5_1_grt
hold buffers | 0 | 0
endpoints found under the setup margin | 25 | 0
gates resized | 4 | 0
No activity file was given, so power comes from the tool's default toggle rates.
