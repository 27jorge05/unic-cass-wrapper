### ./config.mk
export PLATFORM = sky130hd
export DESIGN_NAME = user_project_example
export DESIGN_NICKNAME = user_project_example
export VERILOG_FILES = /design/flow/design.v
export SDC_FILE = /design/flow/constraint.sdc
export NUM_CORES = 4
export LEC_CHECK = 1
export CORE_AREA = 10 10 70 70
export DIE_AREA = 0 0 80 80
### ./constraint.sdc
current_design user_project_example

set clk_period 2.2
set clk_io_pct 0.2

create_clock -name clk0 -period $clk_period [get_ports {clk_i}]

set non_clock_inputs [all_inputs -no_clocks]
set_input_delay [expr $clk_period * $clk_io_pct] -clock clk0 $non_clock_inputs
set_output_delay [expr $clk_period * $clk_io_pct] -clock clk0 [all_outputs]
### ./design.v
module pwm1 (
    input  wire clk,
    input  wire rst_ni,           
    input  wire [1:0] ref_bits,
    input  wire [1:0] state_bits,
    output reg  pwm_out
);
    reg [1:0] counter;
    reg [1:0] effective_duty;
    always @(posedge clk or negedge rst_ni) begin
        if (!rst_ni)
            counter <= 2'b00;
        else
            counter <= counter + 1'b1;
    end
    always @(*) begin
        if (state_bits < ref_bits)
            effective_duty = ref_bits;                  
        else if (state_bits > ref_bits)
            effective_duty = state_bits - ref_bits;     
        else
            effective_duty = 2'b00;
    end
    always @(*) begin
        pwm_out = (counter < effective_duty);
    end
endmodule
module user_project_example(
    input  wire        clk_i,
    input  wire        rst_ni,
    input  wire [16:0] ui_PAD2CORE,
    output wire [16:0] uo_CORE2PAD
);
    assign uo_CORE2PAD[16:1] = 16'd0;
    pwm1 pwm_inst (
        .clk        (clk_i),
        .rst_ni     (rst_ni),
        .ref_bits  (ui_PAD2CORE[1:0]),
        .state_bits(ui_PAD2CORE[3:2]),
        .pwm_out   (uo_CORE2PAD[0])
    );
endmodule
### ./run.sh
#!/bin/bash
# OpenROAD 26Q1-2900-gdf79404cd8, Yosys 0.63+post, stock flow scripts
make -C /OpenROAD-flow-scripts/flow DESIGN_CONFIG=/design/flow/config.mk WORK_HOME=/design/flow/orfs finish
==> impl_summary.log <==
[report] extracting results
[metrics] status: complete, but fails checks
[metrics] violations in the final reports: negative setup slack
[metrics] post-synthesis sequential element count: 2
[metrics] RSZ-0062 raised after global routing: true
[metrics] largest fanout of any net on the critical path: 2
[metrics] type of the most critical hold path: input port to async pin
[metrics] most common library cell in the layout ignoring fill and taps: sky130_fd_sc_hd__conb_1
[metrics] number of detailed-route iterations in the first pass: 2
[metrics] standard cell area after detailed placement: 374 µm²
[metrics] number of global-route vias before repair: 232
[metrics] total power divided by cell area: 395 nW/µm²
[metrics] final total power: 0.160 mW
[metrics] routed vias: 187
[metrics] number of antenna violations at the first check in global routing: 0
[metrics] total number of warnings across the stage logs: 42
[metrics] Max Root-Sink Buffers: 2
[metrics] die span in y: 80 µm
[metrics] Reg with most FFs: pwm_inst.counter
[metrics] setup total negative slack: -276 ps
[metrics] final-report max-slew violation count: 0
[metrics] tally of max-capacitance violations: 0
[metrics] routed wire length per instance: 7.01 µm
[metrics] Yosys cell types: 12
[metrics] fin worst setup slack: -276 ps
[metrics] delay of the slowest critical-path stage: 430 ps
[metrics] portion of synthesized cell area occupied by the leading cell type: 0.411
[metrics] effective utilization at floorplan: 0.0908
[metrics] category of the worst setup path launch point: input port
[metrics] critical path buffer and inverter count: 3
[metrics] data arrival time at the worst-slack endpoint: 2040 ps
[metrics] maximum clock skew at final layout: 0.700 ps
[metrics] post-synthesis cell type with the largest combined area: sky130_fd_sc_hd__buf_4
[metrics] chip area from the yosys synthesis statistics: between 300 and 400 µm²
[metrics] total clock buffers created by CTS: 3
[metrics] Post-Synthesis Mean Instance Area: 8.87 µm²
[metrics] count of fill cells added during filler insertion: 394
[metrics] DRC viols: 0
[metrics] number of routed nets with antenna violations: 0
[metrics] GRT Overall Usage: 0.0211
[metrics] Die Size: 6400 µm²
[metrics] final worst hold slack: approximately 390 ps
[metrics] post-synthesis instance area: 310 µm²
[metrics] Fin. Hold Viols: 0
[metrics] Boundary Pins: 36
[metrics] Highest Clock Rate: about 400 MHz
[metrics] CP required: 1760 ps
[metrics] clock-pin slew on the worst setup and hold paths: 30 ps
[metrics] wire length of the first global-routing pass: 1.08 mm
[metrics] number of cell instances after yosys synthesis: 35
[metrics] peak supply drop: 70.8 µV
[metrics] share of the core filled with cells in the final layout: 0.119
[metrics] Largest register FFs: 2
[metrics] fraction of layout cells with a size suffix above 1: 0.386
[metrics] core outline area: 3420 µm²
[metrics] largest registers: pwm_inst.counter: 2 flops
[metrics] cells traversed along the worst timing path: buf_6 > inv_4 > ha_4 > fa_2 > a211oi_2 > a21oi_1 > ha_2 > or2_1 > o32ai_2 > buf_2
[metrics] number of endpoints failing setup at the final stage: 1
[metrics] Inst Count DP: between 80 and 90
[metrics] average via count per standard cell: 2.08
[metrics] Critical-path top delay cell: sky130_fd_sc_hd__fa_2
[metrics] synthesis-to-finish area growth: 31.0%
[metrics] CTS H-tree depth: 1
[metrics] Static Leakage: 0.201 nW
[metrics] Final Cycle Share: 1.13
[metrics] most area-consuming cells after synthesis: sky130_fd_sc_hd__buf_4 41%, sky130_fd_sc_hd__dfrtp_1 16%, sky130_fd_sc_hd__ha_1 12%, sky130_fd_sc_hd__fa_1 6.5%, sky130_fd_sc_hd__o32ai_2 5.2%
[metrics] grt ovf: 0
[metrics] clock sink count: 2
[metrics] clock tree from TritonCTS: done
[metrics] clock root buffer: sky130_fd_sc_hd__clkbuf_4
[metrics] final std cell area, no fill: between 400 and 500 µm²
[metrics] sequential cell area in the final layout: 50.0 µm²
[metrics] quantity of hold-fixing buffers added after cts: 0
[metrics] violation tally from detailed-route iteration zero: 2
[metrics] Post-DP HPWL: approximately 530 µm
[metrics] gate family responsible for the most delay along the worst path: adder cells
[metrics] post-detailed-routing wire length: 631 µm
[metrics] largest net degree at the start of global routing: 4
[metrics] worst setup slack before clock tree synthesis: -1130 ps
[metrics] diode count: 0
[metrics] std cell rows: 21
[metrics] combinational gate area: 196 µm²
[metrics] category of the critical setup timing path: input port to output port
[metrics] Period minus WS final: 2480 ps
[metrics] Clk Latency, worst-skew pair: roughly 220 ps
[metrics] final weighted congestion in routability-driven placement: 0.637
[metrics] yosys warning tally: 1
[metrics] count of placed standard cells in the final layout, fillers left out: 90
[metrics] Worst setup EP type: output port
[metrics] width of the die: around 80 µm
[metrics] most frequent cells in the layout: 16 x sky130_fd_sc_hd__conb_1, 3 x sky130_fd_sc_hd__clkbuf_4
[metrics] sequential cell area fraction in the yosys report: 0.161
[metrics] post-synthesis instance total: 35
[metrics] input/output buffers: 6
power by group:
group          internal, mW  switching [mW]
sequential           0.0371               0
clock                0.0602          0.0209
combinational        0.0243          0.0180
total                 0.122          0.0389
timing repair:
item	CTS	global route
pin swaps	6	6
setup buffers	0	1
endpoints found under the setup margin	1	1
hold endpoints to repair	0	0
gates resized	22	3
path summary, 6_finish.rpt:
check	start	endpoint	slack [ps]	cells past startpoint
max in group asynchronous	rst_ni	pwm_inst.counter[0]$_DFF_PN0_	1690	1
min reg2reg	pwm_inst.counter[0]$_DFF_PN0_	pwm_inst.counter[0]$_DFF_PN0_	450	1
min in group clk0	pwm_inst.counter[0]$_DFF_PN0_	pwm_inst.counter[0]$_DFF_PN0_	450	1
max reg2reg	pwm_inst.counter[0]$_DFF_PN0_	pwm_inst.counter[1]$_DFF_PN0_	1530	1
min	rst_ni	pwm_inst.counter[1]$_DFF_PN0_	390	1
max	ui_PAD2CORE[2]	uo_CORE2PAD[0]	-280	10
per-layer routing:
layer	up-vias	global-route usage	wire, µm
met5	-	0	0
met1	80	0.0246	249
li1	94	-	-
met4	0	0.00704	0
met3	0	0.0216	116
met2	13	0.0249	266
cells by family (layout without fill, tap and decap cells):
group           Yosys count  in the layout  share of synthesized area
buf+inv                  21             15                      0.460
xor+xnor                  1              1                     0.0282
other cells               1             16                     0.0121
simple gates              3              3                     0.0605
fa+ha+maj                 4              4                      0.185
compound gates            3              3                     0.0927
flops                     2              2                      0.161
cell usage after synthesis:
cell type / instances
sky130_fd_sc_hd__buf_4: 17
sky130_fd_sc_hd__inv_1: 4
sky130_fd_sc_hd__ha_1: 3
sky130_fd_sc_hd__dfrtp_1: 2
sky130_fd_sc_hd__nor2b_1: 2
sky130_fd_sc_hd__a211oi_1: 1
sky130_fd_sc_hd__a21oi_1: 1
sky130_fd_sc_hd__conb_1: 1
sky130_fd_sc_hd__fa_1: 1
sky130_fd_sc_hd__o32ai_2: 1
sky130_fd_sc_hd__or2_1: 1
sky130_fd_sc_hd__xor2_1: 1
area by class of cell:
cell class | count | area share
Clock buffer | 3 | 0.0554
Inverter | 4 | 0.0431
Multi-Input combinational cell | 27 | 0.483
Sequential cell | 2 | 0.123
Tap cell | 46 | 0.142
Timing Repair Buffer | 8 | 0.154
Power figures rest on the tool's default switching activity, not on a simulated workload.
